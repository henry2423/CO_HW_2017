## ./run.sh

```bash
#!/bin/bash
# OpenROAD 26Q1-2900-gdf79404cd8, Yosys 0.63+post, stock flow scripts
make -C /OpenROAD-flow-scripts/flow DESIGN_CONFIG=/design/flow/config.mk WORK_HOME=/design/flow/orfs finish
```

## ./config.mk

```make
export PLATFORM = sky130hd
export DESIGN_NAME = ALU
export DESIGN_NICKNAME = ALU
export VERILOG_FILES = /design/flow/design.v
export SDC_FILE = /design/flow/constraint.sdc
export NUM_CORES = 4
export LEC_CHECK = 1
export CORE_UTILIZATION = 40
```

## ./design.v

```verilog
module ALU( result, zero, overflow, aluSrc1, aluSrc2, invertA, invertB, operation );
  output wire[31:0] result;
  output wire zero;
  output wire overflow;
  input wire[31:0] aluSrc1;
  input wire[31:0] aluSrc2;
  input wire invertA;
  input wire invertB;
  input wire[1:0] operation;
  wire[31:0] overf;
  wire set;
  wire carryIn;
  assign carryIn = (operation == 2'b10 && invertB == 1'b1)? 1 : 0;
  assign overflow = overf[30] ^ overf[31];
  assign zero = (result == 0)? 1 : 0;  
  ALU_1bit ALU1(result[0], overf[0], aluSrc1[0], aluSrc2[0], invertA, invertB, operation, carryIn, set);
  ALU_1bit ALU2(result[1], overf[1], aluSrc1[1], aluSrc2[1], invertA, invertB, operation, overf[0], 1'b0);
  ALU_1bit ALU3(result[2], overf[2], aluSrc1[2], aluSrc2[2], invertA, invertB, operation, overf[1], 1'b0);
  ALU_1bit ALU4(result[3], overf[3], aluSrc1[3], aluSrc2[3], invertA, invertB, operation, overf[2], 1'b0);
  ALU_1bit ALU5(result[4], overf[4], aluSrc1[4], aluSrc2[4], invertA, invertB, operation, overf[3], 1'b0);
  ALU_1bit ALU6(result[5], overf[5], aluSrc1[5], aluSrc2[5], invertA, invertB, operation, overf[4], 1'b0);
  ALU_1bit ALU7(result[6], overf[6], aluSrc1[6], aluSrc2[6], invertA, invertB, operation, overf[5], 1'b0);
  ALU_1bit ALU8(result[7], overf[7], aluSrc1[7], aluSrc2[7], invertA, invertB, operation, overf[6], 1'b0);
  ALU_1bit ALU9(result[8], overf[8], aluSrc1[8], aluSrc2[8], invertA, invertB, operation, overf[7], 1'b0);
  ALU_1bit ALU10(result[9], overf[9], aluSrc1[9], aluSrc2[9], invertA, invertB, operation, overf[8], 1'b0);
  ALU_1bit ALU11(result[10], overf[10], aluSrc1[10], aluSrc2[10], invertA, invertB, operation, overf[9], 1'b0);
  ALU_1bit ALU12(result[11], overf[11], aluSrc1[11], aluSrc2[11], invertA, invertB, operation, overf[10], 1'b0);
  ALU_1bit ALU13(result[12], overf[12], aluSrc1[12], aluSrc2[12], invertA, invertB, operation, overf[11], 1'b0);
  ALU_1bit ALU14(result[13], overf[13], aluSrc1[13], aluSrc2[13], invertA, invertB, operation, overf[12], 1'b0);
  ALU_1bit ALU15(result[14], overf[14], aluSrc1[14], aluSrc2[14], invertA, invertB, operation, overf[13], 1'b0);
  ALU_1bit ALU16(result[15], overf[15], aluSrc1[15], aluSrc2[15], invertA, invertB, operation, overf[14], 1'b0);
  ALU_1bit ALU17(result[16], overf[16], aluSrc1[16], aluSrc2[16], invertA, invertB, operation, overf[15], 1'b0);
  ALU_1bit ALU18(result[17], overf[17], aluSrc1[17], aluSrc2[17], invertA, invertB, operation, overf[16], 1'b0);
  ALU_1bit ALU19(result[18], overf[18], aluSrc1[18], aluSrc2[18], invertA, invertB, operation, overf[17], 1'b0);
  ALU_1bit ALU20(result[19], overf[19], aluSrc1[19], aluSrc2[19], invertA, invertB, operation, overf[18], 1'b0);
  ALU_1bit ALU21(result[20], overf[20], aluSrc1[20], aluSrc2[20], invertA, invertB, operation, overf[19], 1'b0);
  ALU_1bit ALU22(result[21], overf[21], aluSrc1[21], aluSrc2[21], invertA, invertB, operation, overf[20], 1'b0);
  ALU_1bit ALU23(result[22], overf[22], aluSrc1[22], aluSrc2[22], invertA, invertB, operation, overf[21], 1'b0);
  ALU_1bit ALU24(result[23], overf[23], aluSrc1[23], aluSrc2[23], invertA, invertB, operation, overf[22], 1'b0);
  ALU_1bit ALU25(result[24], overf[24], aluSrc1[24], aluSrc2[24], invertA, invertB, operation, overf[23], 1'b0);
  ALU_1bit ALU26(result[25], overf[25], aluSrc1[25], aluSrc2[25], invertA, invertB, operation, overf[24], 1'b0);
  ALU_1bit ALU27(result[26], overf[26], aluSrc1[26], aluSrc2[26], invertA, invertB, operation, overf[25], 1'b0);
  ALU_1bit ALU28(result[27], overf[27], aluSrc1[27], aluSrc2[27], invertA, invertB, operation, overf[26], 1'b0);
  ALU_1bit ALU29(result[28], overf[28], aluSrc1[28], aluSrc2[28], invertA, invertB, operation, overf[27], 1'b0);
  ALU_1bit ALU30(result[29], overf[29], aluSrc1[29], aluSrc2[29], invertA, invertB, operation, overf[28], 1'b0);
  ALU_1bit ALU31(result[30], overf[30], aluSrc1[30], aluSrc2[30], invertA, invertB, operation, overf[29], 1'b0);
  ALU_1bit_32 ALU32(result[31], overf[31], aluSrc1[31], aluSrc2[31], invertA, invertB, operation, overf[30], 1'b0, set);
endmodule
module ALU_1bit( result, carryOut, a, b, invertA, invertB, operation, carryIn, less ); 
  output wire result;
  output wire carryOut;
  input wire a;
  input wire b;
  input wire invertA;
  input wire invertB;
  input wire[1:0] operation;
  input wire carryIn;
  input wire less;
  wire add_result, add_carryOut;
  wire in_a;
  wire in_b;
  assign in_a = invertA? ~a: a; 
  assign in_b = invertB? ~b: b;
  Full_adder FA(add_result, add_carryOut, carryIn, in_a, in_b);
  assign result = (operation == 2'b00) ?  in_a & in_b:
                  (operation == 2'b01) ?  in_a | in_b :
                  (operation == 2'b10) ?  add_result:
                                          less;
  assign carryOut = (operation == 2'b00) ?  0 :
                    (operation == 2'b01) ?  0 :
                    (operation == 2'b10) ?  add_carryOut:
                                            add_carryOut;               
endmodule
module ALU_1bit_32( result, carryOut, a, b, invertA, invertB, operation, carryIn, less, set); 
  output wire result;
  output wire carryOut;
  output wire set;
  input wire a;
  input wire b;
  input wire invertA;
  input wire invertB;
  input wire[1:0] operation;
  input wire carryIn;
  input wire less;
  wire add_result, add_carryOut;
  wire in_a;
  wire in_b;
  assign in_a = invertA? ~a: a; 
  assign in_b = invertB? ~b: b;
  Full_adder FA(add_result, add_carryOut, carryIn, in_a, in_b);
  assign result = (operation == 2'b00) ?  in_a & in_b:
                  (operation == 2'b01) ?  in_a | in_b :
                  (operation == 2'b10) ?  add_result:
                                          less;
  assign carryOut = (operation == 2'b00) ?  0 :
                    (operation == 2'b01) ?  0 :
                    (operation == 2'b10) ?  add_carryOut:
                                            add_carryOut;  
  assign set = (operation == 2'b11)? add_result:
                                     0;
endmodule
module Full_adder(sum, carryOut, carryIn, input1, input2);
	input carryIn, input1, input2;
	output sum, carryOut;
	wire w1, w2, w3;
	xor x1(w1, input1, input2);
	xor x2(sum, w1, carryIn);
	and a1(w2, input1, input2);
	and a2(w3, w1, carryIn);
	or o1(carryOut, w2, w3);
endmodule
```

## ./constraint.sdc

```tcl
current_design ALU

set clk_period 17.1
set clk_io_pct 0.2

create_clock -name clk0 -period $clk_period

set non_clock_inputs [all_inputs -no_clocks]
set_input_delay [expr $clk_period * $clk_io_pct] -clock clk0 $non_clock_inputs
set_output_delay [expr $clk_period * $clk_io_pct] -clock clk0 [all_outputs]
```

==> flow_summary.json <==
{
  "p_leak_uw": 0.00283,
  "ys_chip_area_sq_um": 3760,
  "wirelength_microns": 8280,
  "finalCriticalPeriod_ps": 24020,
  "syn2layout_area_growth_pct": 46.5,
  "cp.arrival_ps": 20600,
  "viasPerCell": 4.51,
  "cp_slowest_cell": "mux4_2",
  "cp_common_cell": "fa_2",
  "maxCapViolCount": 0,
  "grt_pass1_wl_microns": 14100,
  "drive_gt1_share_pct": 32.4,
  "grt-ovfl-total": 0,
  "crit_family": "adder cells",
  "yosysWarnings": 0,
  "synth_cell_types": 34,
  "grt_max_degree": 60,
  "hold_viol": 0,
  "syn_inst": 465,
  "cp_num_cells": 72,
  "routed.top_layer": "met4",
  "holdPathStages": 5,
  "met3_length_microns": 394,
  "setup_viol": 17,
  "dpl_worst_slack_ps": -7780,
  "met2_length_microns": 3820,
  "seq_area_sq_um": 0,
  "critPathBufInv": 4,
  "die_w_microns": 99.0,
  "first_global_vias": 3079,
  "peakVddDrop_v": 0.0000157,
  "num_io_pins": 102,
  "grt_usage_pct": 18.0,
  "min-delay-path-class": "in2out",
  "antennaDiodeCount": 0,
  "layout_top_cell": "clkdlybuf4s50_1",
  "violations": "negative setup slack",
  "lay_top_cells": "clkdlybuf4s50_1 (85), buf_4 (81), inv_1 (73)",
  "fp-utilization_pct": 40.9,
  "seq_cell_count": 0,
  "fill_cells": 793,
  "first_pass_iters": 4,
  "path_class": "in2out",
  "die-area_sq_um": 9800,
  "status": "complete, but fails checks",
  "ys_seq_share_pct": 0,
  "avgSynthCellArea_sq_um": 8.09,
  "antenna_found_initial": 0,
  "dr.first_iter.drc_count": 85,
  "dp_hpwl_microns": 6510,
  "max_slew.worst_pin.slew_ps": 750,
  "place.gp.congestion": 0.860,
  "power_density_nw_per_um2": 35.8,
  "crit_path_max_incr_delay_ps": 510,
  "num_vias": 3160,
  "fp.dieH_microns": 99.0,
  "rsz0062_at_grt": "yes",
  "setup_tns_ps": -61490,
  "cp_data_required_time_ps": 13680,
  "ant_nets": 0,
  "fmax_mhz": 41.6,
  "syn_area_sq_um": 3760,
  "nClkBuffers": 0,
  "finalPower_uw": 197,
  "end_kind": "primary output",
  "critPathLaunchType": "input pin",
  "tool_warnings": 99,
  "maxSlewHeadroom_pct": 50.0,
  "finalInstanceArea_sq_um": 5510,
  "post-route-util_pct": 59.9,
  "avgRoutedWirePerCell_microns": 11.8,
  "dpl_cell_area_sq_um": 5390,
  "core_sq_um": 9200,
  "ys_cells": 465,
  "wl_met1_microns": 4060,
  "post-route-period-util_pct": 140,
  "critPathMaxFanout": 2,
  "num_rows": 35,
  "drc": 0,
  "port_buffers": 102,
  "setup_ws_ps": -6920,
  "drv_slew": 0
}
layout make-up:
type | count | area, sq um | area share [%]
inverter | 78 | 293 | 5.31
multi-input combinational | 329 | 3470 | 63.0
tap | 111 | 139 | 2.52
timing repair buffer | 183 | 1610 | 29.1
final timing paths:
| path | startpoint | endpoint |
|---|---|---|
| hold / removal | operation[0] | result[21] |
| setup / recovery | aluSrc1[0] | zero |
metal layers:
metal | vias to the layer above | global-route usage [%]
li1 | 1630 | -
met1 | 1457 | 26.2
met2 | 71 | 31.0
met3 | 2 | 1.88
met4 | 0 | 0.689
met5 | - | 0
stage by stage:
stage | hold slack, ps | cells
CTS | 7740 | 698
finish | 7740 | 701
detailed placement | 7970 | 692
global route | 7810 | 701
floorplan | 7120 | 465
global placement | 7960 | 692
kinds of logic (layout without fill, tap and decap cells):
family | after synthesis | after routing | synth area share, %
compound gates | 38 | 38 | 7.45
xor+xnor | 65 | 65 | 15.1
mux | 7 | 7 | 2.19
buf+inv | 136 | 261 | 17.9
simple gates | 123 | 123 | 19.1
fa+ha+maj | 96 | 96 | 38.3
Yosys cell counts:
cell / n / area, sq um
or2_2: 13 / 81.3
o31ai_1: 1 / 7.51
nand2_1: 1 / 3.75
buf_6: 1 / 11.3
nand3b_1: 1 / 7.51
o32ai_2: 1 / 16.3
or4_1: 1 / 7.51
nor2_1: 24 / 90.1
mux2i_1: 6 / 60.1
and2_1: 11 / 68.8
fa_1: 32 / 641
xor2_1: 64 / 561
and4bb_1: 1 / 12.5
o21ai_0: 2 / 10.0
nor2b_1: 3 / 18.8
xnor2_1: 1 / 8.76
mux4_2: 1 / 22.5
nand4_1: 2 / 12.5
nor4_1: 7 / 43.8
buf_4: 37 / 278
a21oi_1: 13 / 65.1
o22ai_1: 7 / 43.8
buf_2: 12 / 60.1
o221ai_1: 1 / 8.76
clkbuf_1: 7 / 26.3
ha_1: 64 / 801
o221a_2: 4 / 45.0
o32a_1: 4 / 40.0
buf_1: 1 / 3.75
nor3_1: 1 / 5.00
inv_1: 78 / 293
o32ai_1: 5 / 43.8
nand2b_1: 57 / 357
and4_1: 1 / 8.76
where the power goes:
| group | total [uW] | internal, uW | switching [uW] |
|---|---|---|---|
| Sequential | 0 | 0 | 0 |
| Clock | 0 | 0 | 0 |
| Combinational | 197 | 115 | 81.8 |
| Total | 197 | 115 | 81.8 |
repair_timing:
item / CTS / global route
setup buffers: 12 / 6
pin swaps: 36 / 41
resized: 51 / 12
hold buffers: 0 / 0
endpoints found under the setup margin: 17 / 17
tightest hold or removal path, delay by kind of cell:
| kind | cells | cell delay (ps) |
|---|---|---|
| buffers and inverters | 3 | 560 |
| multiplexers | 1 | 200 |
| AND-OR/OR-AND | 1 | 130 |
Power is estimated from default activity; no workload was simulated.
