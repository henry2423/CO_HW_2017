<file path="run.sh">
#!/bin/bash
# OpenROAD 26Q1-2900-gdf79404cd8, Yosys 0.63+post, stock flow scripts
make -C /OpenROAD-flow-scripts/flow DESIGN_CONFIG=/design/flow/config.mk WORK_HOME=/design/flow/orfs finish
</file>
<file path="config.mk">
export PLATFORM = sky130hd
export DESIGN_NAME = Data_Memory
export DESIGN_NICKNAME = Data_Memory
export VERILOG_FILES = /design/flow/design.v
export SDC_FILE = /design/flow/constraint.sdc
export NUM_CORES = 4
export LEC_CHECK = 1
export CORE_UTILIZATION = 40
</file>
<file path="constraint.sdc">
current_design Data_Memory

set clk_period 17.3
set clk_io_pct 0.2

create_clock -name clk0 -period $clk_period [get_ports {clk_i}]

set non_clock_inputs [all_inputs -no_clocks]
set_input_delay [expr $clk_period * $clk_io_pct] -clock clk0 $non_clock_inputs
set_output_delay [expr $clk_period * $clk_io_pct] -clock clk0 [all_outputs]
</file>
<file path="design.v">
`timescale 1ns / 1ps
module Data_Memory
(
	clk_i,
	addr_i,
	data_i,
	MemRead_i,
	MemWrite_i,
	data_o
);
input				clk_i;
input	[31:0]		addr_i;
input	[31:0]		data_i;
input				MemRead_i;
input				MemWrite_i;
output	[31:0] 		data_o;
reg		[31:0]		data_o;
reg		[7:0]		Mem 			[0:127];	 
integer				i;
wire	[31:0]		memory			[0:31];
assign  memory[0] = {Mem[3], Mem[2], Mem[1], Mem[0]};
assign  memory[1] = {Mem[7], Mem[6], Mem[5], Mem[4]};
assign  memory[2] = {Mem[11], Mem[10], Mem[9], Mem[8]};
assign  memory[3] = {Mem[15], Mem[14], Mem[13], Mem[12]};
assign  memory[4] = {Mem[19], Mem[18], Mem[17], Mem[16]};
assign  memory[5] = {Mem[23], Mem[22], Mem[21], Mem[20]};
assign  memory[6] = {Mem[27], Mem[26], Mem[25], Mem[24]};
assign  memory[7] = {Mem[31], Mem[30], Mem[29], Mem[28]};
assign  memory[8] = {Mem[35], Mem[34], Mem[33], Mem[32]};
assign  memory[9] = {Mem[39], Mem[38], Mem[37], Mem[36]};
assign  memory[10] = {Mem[43], Mem[42], Mem[41], Mem[40]};
assign  memory[11] = {Mem[47], Mem[46], Mem[45], Mem[44]};
assign  memory[12] = {Mem[51], Mem[50], Mem[49], Mem[48]};
assign  memory[13] = {Mem[55], Mem[54], Mem[53], Mem[52]};
assign  memory[14] = {Mem[59], Mem[58], Mem[57], Mem[56]};
assign  memory[15] = {Mem[63], Mem[62], Mem[61], Mem[60]};
assign  memory[16] = {Mem[67], Mem[66], Mem[65], Mem[64]};
assign  memory[17] = {Mem[71], Mem[70], Mem[69], Mem[68]};
assign  memory[18] = {Mem[75], Mem[74], Mem[73], Mem[72]};
assign  memory[19] = {Mem[79], Mem[78], Mem[77], Mem[76]};
assign  memory[20] = {Mem[83], Mem[82], Mem[81], Mem[80]};
assign  memory[21] = {Mem[87], Mem[86], Mem[85], Mem[84]};
assign  memory[22] = {Mem[91], Mem[90], Mem[89], Mem[88]};
assign  memory[23] = {Mem[95], Mem[94], Mem[93], Mem[92]};
assign  memory[24] = {Mem[99], Mem[98], Mem[97], Mem[96]};
assign  memory[25] = {Mem[103], Mem[102], Mem[101], Mem[100]};
assign  memory[26] = {Mem[107], Mem[106], Mem[105], Mem[104]};
assign  memory[27] = {Mem[111], Mem[110], Mem[109], Mem[108]};
assign  memory[28] = {Mem[115], Mem[114], Mem[113], Mem[112]};
assign  memory[29] = {Mem[119], Mem[118], Mem[117], Mem[116]};
assign  memory[30] = {Mem[123], Mem[122], Mem[121], Mem[120]};
assign  memory[31] = {Mem[127], Mem[126], Mem[125], Mem[124]};
initial begin
	for(i=0; i<128; i=i+1)
		Mem[i] = 8'b0;
end
always@(posedge clk_i) begin
    if(MemWrite_i) begin
		Mem[addr_i+3] <= data_i[31:24];
		Mem[addr_i+2] <= data_i[23:16];
		Mem[addr_i+1] <= data_i[15:8];
		Mem[addr_i]   <= data_i[7:0];
	end
end
always@(addr_i or MemRead_i) begin
	if(MemRead_i)
		data_o = {Mem[addr_i+3], Mem[addr_i+2], Mem[addr_i+1], Mem[addr_i]};
end
endmodule
</file>
==> results_dict.tcl <==
# yosys + openroad results
set metrics [dict create \
    min-delay-start "data_i[2]" \
    mux_share_pct 40.7 \
    start_kind "input pin" \
    cp_slowest_cell "nand3_1" \
    wl_um 583000 \
    grt_max_degree 106 \
    peakVddDrop_v 0.0000661 \
    synth.avg_cell_area_um2 10.8 \
    wire_per_inst_um 46.7 \
    synthTopCellsByArea "edfxtp_1 30%, mux4_2 23%, mux2i_1 12%, mux2_2 5.8%, a21o_1 3.8%" \
    whs_path_depth 3 \
    async_flop_share_pct 0 \
    synth_cells 9411 \
    critPathLaunch "addr_i[1]" \
    yosys_warnings 1 \
    tightest_slew_ns 1.23 \
    dp_hpwl_um 396000 \
    fmax_ghz 0.116 \
    critPathMaxStageDelay_ns 0.85 \
    finalSetupViolCount 0 \
    yosys-stat-area_mm2 0.102 \
    dp.cells 12100 \
    num_vias 95800 \
    critPathMaxFanout 34 \
    grt_pass1_wl_um 778000 \
    synthFlopType "edfxtp_1" \
    cp_top_family "simple AND/OR/NAND/NOR gates" \
    cts_tree "built" \
    worstSetupPathType "in -> reg" \
    leakagePower_uw 0.0388 \
    period_used_pct 49.8 \
    die_area_mm2 0.256 \
    syn-cell-area_mm2 0.102 \
    gp_congestion 1.20 \
    ys_sh_simple_pct 8.53 \
    synth_cell_types 81 \
    top_level_ports 99 \
    status "complete, no violations" \
    ys_cells 9411 \
    die_x_um 506 \
    cap_viol_max_count 0 \
    ant_nets 0 \
    drv_slew 0 \
    antenna_found_initial 80 \
    clockBufferDepth 3 \
    edf_count 1024 \
    final_cells 12500 \
    end_kind "flop" \
    yosysTopAreaCell "edfxtp_1" \
    finalHoldViolations 0 \
    synth_adder_area_share_pct 0.0861 \
    crit_chain "buf_4 > buf_4 > inv_8 > ha_2 > and2_2 > buf_4 > nand3_1 > buf_4 > nor2_2 > or4_1" \
    cts_max_level 4 \
    grt_usage_pct 47.4 \
    firstDrtPassIters 16 \
    overflow 0 \
    rsz0062_at_grt "no" \
    drt_iter0_drc 12200 \
    power.density_mw_per_mm2 74.2 \
    grt_pass1_vias 89400 \
    dp_worst_setup_slack_ns 8.33 \
    holdPathEnd "Mem[83][2]" \
    utilization_pct 43.8 \
    cts_root_buf "clkbuf_16" \
    tns_ns 0 \
    drc 0 \
    routed_via_density 7.68 \
    yosysTopAreaCellShare_pct 30.2 \
    coreArea_mm2 0.252 \
    ys_sh_aoi_pct 15.0 \
    unclocked_pins 32 \
    cts_setup_buffers 0 \
    timing.final.ws_setup_ns 8.68 \
    cts_buffers 136 \
    finalPower_uw 8200 \
    placementRows 184 \
    cts_resized 0 \
    area_delta_synth_final_pct 8.61 \
    crit_buf_inv 5 \
    logic_family "multiplexers" \
    drive_gt1_share_pct 27.3 \
    worst-endpoint-required_ns 17.81 \
    die_h_um 506 \
    min_path_type "in -> reg" \
    slew_headroom_pct 15.3 \
    portBuffers 73 \
    ys_ff 1056 \
    critPathMostFrequentCell "buf_4" \
    unconstrained_endpoints 64 \
    path_clk_slew_ns 0.06 \
    fp_util_pct 40.4 \
    warnings 60 \
    cts_hold_buffers 0 \
    worstPathArrival_ns 9.13 \
    min_period_ns 8.62 \
    xor_share_pct 0.159 \
]
-- worst max-delay path by stage --
stage            to  cells past startpoint
6_report  Mem[2][4]                     10
5_1_grt   Mem[2][4]                     10
4_1_cts   Mem[2][4]                     10
-- cells in the mapped netlist, types with 14 or more instances --
master,number
a211oi_1,18
a21o_1,512
a21oi_1,572
a22oi_1,24
a31oi_1,17
a32oi_1,33
and2_1,17
and3_1,15
buf_1,72
buf_2,288
buf_4,37
clkbuf_1,751
dlxtp_1,32
edfxtp_1,1024
mux2_2,522
mux2i_1,1233
mux4_2,1031
nand2_1,991
nand3_1,159
nand4_1,39
nor2_1,338
nor2_2,71
nor2_4,29
nor2b_1,15
nor3_1,38
nor3_2,14
nor4_1,28
o211ai_1,27
o21ai_0,543
o21ai_1,52
o221ai_1,15
o22ai_1,613
or4_1,82
-- layout by cell type (no fill, tap or decap), types with 38 or more instances in the layout --
cell type  instances
nand2_1          985
clkbuf_16        138
mux4_2          1031
nand4_1           39
diode_2           96
o21ai_1           50
nor2_2            81
o21ai_0          543
mux2_2           522
mux2i_1         1233
nor2_1           327
o22ai_1          613
nand3_1          144
nor3_1            38
or4_1             82
a21oi_1          572
edfxtp_1        1024
a21o_1           512
buf_4            460
-- through the flow --
stage	area, um2	hold WS, ns
after detailed placement	106000	3.96
final	110000	3.12
after CTS	110000	3.08
after global placement	106000	3.97
after global routing	110000	3.12
after floorplan	102000	3.95
-- flip-flops by register name, indices dropped and copies added, names as in the netlist --
register  flops
Mem        1024
data_o       32
-- cell families (layout without fill, tap and decap cells) --
kind of cell    after synthesis  count (layout)
flops                      1024            1024
latches                      32              32
simple gates               1886            1886
mux                        2786            2786
other cells                   0              96
compound gates             2502            2502
buf+inv                    1159             784
fa+ha+maj                     7               7
xor+xnor                     15              15
-- layout make-up --
class                           instances  area [um2]
Multi-Input combinational cell       7196       66000
Timing Repair Buffer                  538        4330
Clock inverter                         79         900
Fill cell                           22800      142000
Inverter                                6        32.5
Antenna cell                           96         240
Tap cell                             3348        4190
Sequential cell                      1056       31200
Clock buffer                          161        3540
-- power breakdown --
| part | internal [uW] | total (uW) | switching (uW) | leakage (uW) |
|---|---|---|---|---|
| combinational | 749 | 2360 | 1610 | 0.0272 |
| clock | 1690 | 2960 | 1270 | 0.00215 |
| sequential | 2810 | 2870 | 68.2 | 0.00947 |
| total | 5250 | 8200 | 2950 | 0.0388 |
-- metal layers --
metal | vias to the layer above | part of all wire, % | global-route usage [%]
met1 | 46700 | 31 | 52.1
met3 | 2537 | 20 | 38.6
met5 | - | 0.77 | 15.3
li1 | 36600 | - | -
met2 | 9919 | 39 | 59.5
met4 | 126 | 9.3 | 32.6
Power and IR drop assume default switching activity.
